`flow/config.mk`:
```
export PLATFORM = sky130hd
export DESIGN_NAME = pool_layer
export DESIGN_NICKNAME = pool_layer
export VERILOG_FILES = /design/flow/design.v
export SDC_FILE = /design/flow/constraint.sdc
export NUM_CORES = 4
export LEC_CHECK = 1
export CORE_UTILIZATION = 40
```
`flow/constraint.sdc`:
```
current_design pool_layer

set clk_period 14.0
set clk_io_pct 0.2

create_clock -name clk0 -period $clk_period [get_ports {clk}]

set non_clock_inputs [all_inputs -no_clocks]
set_input_delay [expr $clk_period * $clk_io_pct] -clock clk0 $non_clock_inputs
set_output_delay [expr $clk_period * $clk_io_pct] -clock clk0 [all_outputs]
```
`flow/design.v`:
```
module pool_layer(
    input wire clk,
    input wire rst_n,
    input wire signed [8-1:0] quant_o_data_c0,
    input wire signed [8-1:0] quant_o_data_c1,
    input wire signed [8-1:0] quant_o_data_c2,
    input wire signed [8-1:0] quant_o_data_c3,
    input wire [3:0] pool_en,                                          
    output wire[3:0] pool_result_valid,
    output wire signed [8-1:0] pool_result_level1_c0,               
    output wire signed [8-1:0] pool_result_level1_c1,
    output wire signed [8-1:0] pool_result_level1_c2,
    output wire signed [8-1:0] pool_result_level1_c3,
    input wire[3:0] pool_o_width
    );
    pool_single_channel psc_0(
    .clk(clk),
    .rst_n(rst_n),
    .quant_o_data(quant_o_data_c0),
    .pool_single_channel_en(pool_en[0]),
    .pool_result_valid(pool_result_valid[0]),
    .pool_result_level1(pool_result_level1_c0),
    .pool_o_width(pool_o_width)
    );
    pool_single_channel psc_1(
    .clk(clk),
    .rst_n(rst_n),
    .quant_o_data(quant_o_data_c1),
    .pool_single_channel_en(pool_en[1]),
    .pool_result_valid(pool_result_valid[1]),
    .pool_result_level1(pool_result_level1_c1),
    .pool_o_width(pool_o_width)
    );
    pool_single_channel psc_2(
    .clk(clk),
    .rst_n(rst_n),
    .quant_o_data(quant_o_data_c2),
    .pool_single_channel_en(pool_en[2]),
    .pool_result_valid(pool_result_valid[2]),
    .pool_result_level1(pool_result_level1_c2),
    .pool_o_width(pool_o_width)
    );
    pool_single_channel psc_3(
    .clk(clk),
    .rst_n(rst_n),
    .quant_o_data(quant_o_data_c3),
    .pool_single_channel_en(pool_en[3]),
    .pool_result_valid(pool_result_valid[3]),
    .pool_result_level1(pool_result_level1_c3),
    .pool_o_width(pool_o_width)
    );
endmodule
module pool_single_channel(
    input wire clk,
    input wire rst_n,
    input wire signed [8-1:0] quant_o_data,
    input wire pool_single_channel_en,                           
    output wire pool_result_valid,
    output wire signed[8-1:0] pool_result_level1,                            
    input wire[3:0] pool_o_width
    );
    reg signed [8-1:0] reg_temp_level0;            
    reg counter_to_pool;                     
    always @ (posedge clk or negedge rst_n) begin
        if (!rst_n) begin
            counter_to_pool <= 1'b0;
        end
        else begin
            counter_to_pool <= (pool_single_channel_en) ? !counter_to_pool : 1'b0;
        end
    end
    always @ (posedge clk or negedge rst_n) begin
        if (!rst_n) begin
            reg_temp_level0 <= 32'd0;
        end
        else if (pool_single_channel_en && !counter_to_pool) begin
            reg_temp_level0 <= quant_o_data;
        end
        else begin
            reg_temp_level0 <= reg_temp_level0;
        end
    end
    wire signed[8-1:0] pool_result_level0;                             
    assign pool_result_level0 = (reg_temp_level0 > quant_o_data) ? reg_temp_level0 : quant_o_data;
    reg signed[8-1:0] temp_save_result_level0[0:11];                         
    reg[3:0] counter_save_tag;                   
    always @ (posedge clk or negedge rst_n) begin
        if (!rst_n) begin
            counter_save_tag <= 0;
        end
        else if (counter_to_pool == 1) begin
            counter_save_tag <= (counter_save_tag == pool_o_width - 1) ? 0 : counter_save_tag + 1;
        end
    end
    reg line_2_flag;     
    always @ (posedge clk or negedge rst_n) begin
        if (!rst_n) begin
            line_2_flag <= 0;
        end
        else if ((counter_to_pool == 1) && (counter_save_tag == (pool_o_width - 1))) begin
            line_2_flag <= !line_2_flag;
        end
    end
    integer i;
    always @ (posedge clk or negedge rst_n) begin
        if (!rst_n) begin
            for (i = 0; i < 12; i = i + 1) begin
                temp_save_result_level0[i] <= 0;
            end
        end
        else begin                     
            if ((counter_to_pool == 1) && (line_2_flag == 0)) begin
                temp_save_result_level0[counter_save_tag] <= pool_result_level0;
            end
        end
    end
    wire signed[8-1:0] temp_test;
    assign temp_test = temp_save_result_level0[pool_o_width - 1 - counter_save_tag];
    assign pool_result_level1 = (temp_test > pool_result_level0) ? temp_test : pool_result_level0;
    assign pool_result_valid = (counter_to_pool == 1) & line_2_flag;
endmodule
```
`flow/run.sh`:
```
#!/bin/bash
# OpenROAD 26Q1-2900-gdf79404cd8, Yosys 0.63+post, stock flow scripts
make -C /OpenROAD-flow-scripts/flow DESIGN_CONFIG=/design/flow/config.mk WORK_HOME=/design/flow/orfs finish
```
==> results.tsv <==
stage	metric	value	unit
final_timing	worst_hold_slack	0.473	ns
cells_and_area	finish.instance_area	26500	um2
logic_synthesis	ys_async_sr_fraction	100	%
route	route.antenna.diode_count	0	
final_timing	fin_skew	0.0140	ns
logic_synthesis	syn-cell-area	23100	um2
clocking	post_cts_resized	0	
final_timing	period_used_share	85.7	%
route	routed_via_density	5.45	
clocking	cts_made_buffers	49	
cells_and_area	drive_gt1_share	8.90	%
logic_synthesis	yosysTopAreaCell	sky130_fd_sc_hd__dfrtp_1	
cells_and_area	layout_top_cells_excl_fill_tap	sky130_fd_sc_hd__dfrtp_1, sky130_fd_sc_hd__nand2_1, sky130_fd_sc_hd__o21ai_0	
logic_synthesis	syn_area_per_cell	9.22	um2
placed_design	portBuffers	77	
clocking	post_cts_buffers	0	
logic_synthesis	ys_seq_share	47.7	%
die	core_area	56700	um2
clocking	ctsRootBufferMaster	sky130_fd_sc_hd__clkbuf_16	
route	total_wire_length_after_detailed_routing	59300	um
final_timing	total_negative_slack	0	ns
logic_synthesis	ys.flops	440	
die	chip_area	58700	um2
cells_and_area	post-route-util	46.7	%
logic_synthesis	synth.yosys.warnings	2	
route	detailedRoute.firstIterationViolations	1115	
power	power_per_cell_area	278	nW/um2
grt	vias_in_the_first_global_route	18164	
grt	largest_net_degree_at_the_start_of_global_routing	114	
final_timing	unrepaired_setup_endpoints_after_global_routing	no	
die	floorplan.die.width	242	um
clocking	worst_setup_hold_path_clk_slew	0.06	ns
setup_path	critical_path.startpoint_type	primary input	
placed_design	gp_congestion	0.888	
flow_run	log.warning_count	43	
clocking	cts_hold_buffers	0	
power	power.static_leakage	11.7	nW
final_timing	min_cycle_time_layout	11.99	ns
final_timing	fmax	83.4	MHz
final_timing	finalHoldViolCount	0	
logic_synthesis	yosys_cells	2505	
setup_path	worstRegToRegCells	9	
cells_and_area	flow.area_growth_from_synthesis	14.7	%
logic_synthesis	synth_chip_area	23100	um2
clocking	ctsHtreeMaxLevel	2	
setup_path	critPathArrivalTime	9.19	ns
worst_hold_path	worstHoldPathCells	2	
setup_path	path_class	in -> out	
logic_synthesis	synth_largest_type_area_fraction	47.7	%
final_timing	number_of_pins_with_negative_max_slew_slack_in_the_final_report	0	
setup_path	worstPathRequired	11.20	ns
run_status	result_of_the_run	complete, no violations	
grt	number_of_antenna_violations_at_the_first_check_in_global_routing	2	
die	rows	87	
clocking	cts.sinks	440	
route	firstDrtPassIters	5	
power	peakVddDrop	0.202	mV
flow_run	maxCapViolations	0	
clocking	tritoncts	yes	
final_timing	tightest_slew	0.899	ns
route	wl_per_cell	17.7	um
die	die-height	242	um
grt	track_usage	21.6	%
logic_synthesis	synthFlopType	sky130_fd_sc_hd__dfrtp_1	
final_timing	finalWorstSetupSlack	2.01	ns
logic_synthesis	netlist-cell-type-count	76	
clocking	cts_buffer_depth	3	
grt	globalRoute.totalOverflow	0	
final_timing	slew-limit-headroom	40.1	%
cells_and_area	top_cell_excl_fill_tap	sky130_fd_sc_hd__dfrtp_1	
die	floorplan.initialDensity	40.7	%
route	routed_antenna_nets	0	
die	num_io_pins	78	
placed_design	placement.cell_area	24800	um2
setup_path	worstSetupEndpointType	output port	
placed_design	dp_hpwl	38900	um
final_timing	setup-violations-final	0	
logic_synthesis	synthCells	2505	
logic_synthesis	post_synth_main_area_contributors	sky130_fd_sc_hd__dfrtp_1, sky130_fd_sc_hd__o21ai_0, sky130_fd_sc_hd__nand2_1	
clocking	worstSkewPairLatency	0.60	ns
worst_hold_path	worst_hold_path_type	reg -> reg	
placed_design	pre_cts_slack	1.98	ns
grt	grt_first_pass_wirelength	98700	um
route	vias	18200	
logic_synthesis	count_of_flip_flops_with_a_built_in_enable_after_synthesis	0	
setup_path	worstPathMaxFanout	29	
cells_and_area	fillCellCount	5124	
route	drc_markers	0	
-- critical path, stage by stage --
cell                              delay [ns]
sky130_fd_sc_hd__clkdlybuf4s50_1        0.66
sky130_fd_sc_hd__inv_1                  0.08
sky130_fd_sc_hd__ha_1                   0.22
sky130_fd_sc_hd__xor2_1                 0.40
sky130_fd_sc_hd__ha_1                   0.42
sky130_fd_sc_hd__xnor2_2                0.42
sky130_fd_sc_hd__buf_4                  0.39
sky130_fd_sc_hd__nor2_1                 0.10
sky130_fd_sc_hd__a21o_1                 0.20
sky130_fd_sc_hd__a2111oi_0              0.43
sky130_fd_sc_hd__a21oi_1                0.11
sky130_fd_sc_hd__nor3_1                 0.33
sky130_fd_sc_hd__nor2_1                 0.10
sky130_fd_sc_hd__ha_1                   0.22
sky130_fd_sc_hd__a211o_1                0.27
sky130_fd_sc_hd__nor4_1                 0.14
sky130_fd_sc_hd__o21ai_0                0.11
sky130_fd_sc_hd__a41oi_1                0.60
sky130_fd_sc_hd__clkinv_1               0.42
sky130_fd_sc_hd__o22ai_1                0.26
sky130_fd_sc_hd__clkdlybuf4s50_1        0.49
-- Yosys cell counts, types with 5 or more instances --
| library cell | count |
|---|---|
| sky130_fd_sc_hd__nor2_1 | 225 |
| sky130_fd_sc_hd__and3_1 | 11 |
| sky130_fd_sc_hd__inv_1 | 86 |
| sky130_fd_sc_hd__nand3_1 | 66 |
| sky130_fd_sc_hd__buf_2 | 17 |
| sky130_fd_sc_hd__clkbuf_1 | 127 |
| sky130_fd_sc_hd__o21ai_0 | 326 |
| sky130_fd_sc_hd__xnor2_1 | 11 |
| sky130_fd_sc_hd__a21oi_1 | 226 |
| sky130_fd_sc_hd__a221oi_1 | 8 |
| sky130_fd_sc_hd__nand2b_1 | 13 |
| sky130_fd_sc_hd__ha_1 | 97 |
| sky130_fd_sc_hd__a2111oi_0 | 6 |
| sky130_fd_sc_hd__or3_1 | 5 |
| sky130_fd_sc_hd__nand2_1 | 381 |
| sky130_fd_sc_hd__mux2i_1 | 112 |
| sky130_fd_sc_hd__buf_1 | 10 |
| sky130_fd_sc_hd__o21a_1 | 10 |
| sky130_fd_sc_hd__buf_4 | 6 |
| sky130_fd_sc_hd__a211oi_1 | 15 |
| sky130_fd_sc_hd__xor2_1 | 6 |
| sky130_fd_sc_hd__dfrtp_1 | 440 |
| sky130_fd_sc_hd__a31oi_1 | 11 |
| sky130_fd_sc_hd__mux2_2 | 22 |
| sky130_fd_sc_hd__nand4_1 | 16 |
| sky130_fd_sc_hd__o221ai_1 | 8 |
| sky130_fd_sc_hd__o21ai_1 | 13 |
| sky130_fd_sc_hd__nor2b_1 | 17 |
| sky130_fd_sc_hd__mux4_2 | 22 |
| sky130_fd_sc_hd__and2_1 | 9 |
| sky130_fd_sc_hd__o22ai_1 | 19 |
| sky130_fd_sc_hd__nor3b_1 | 12 |
| sky130_fd_sc_hd__o32ai_1 | 5 |
| sky130_fd_sc_hd__nand3b_1 | 12 |
| sky130_fd_sc_hd__nor3_1 | 30 |
| sky130_fd_sc_hd__o211ai_1 | 19 |
| sky130_fd_sc_hd__a21o_1 | 5 |
-- state kept, by name, indices dropped and copies added (netlist names), 8 cells and up --
| name | count |
|---|---|
| psc_1.temp_save_result_level0 | 96 |
| psc_2.reg_temp_level0 | 8 |
| psc_0.temp_save_result_level0 | 96 |
| psc_1.reg_temp_level0 | 8 |
| psc_2.temp_save_result_level0 | 96 |
| psc_3.temp_save_result_level0 | 96 |
| psc_0.reg_temp_level0 | 8 |
| psc_3.reg_temp_level0 | 8 |
-- path summary, 6_finish.rpt --
check	startpoint	endpoint	slack, ns
max in group asynchronous	rst_n	psc_0.temp_save_result_level0[2][4]	9.73
max	pool_o_width[0]	pool_result_level1_c2[7]	2.01
min	psc_2.temp_save_result_level0[5][4]	psc_2.temp_save_result_level0[5][4]	0.47
min in group asynchronous	rst_n	psc_1.temp_save_result_level0[11][4]	2.23
max reg2reg	psc_3.reg_temp_level0[5]	psc_3.temp_save_result_level0[3][5]	11.14
min reg2reg	psc_2.temp_save_result_level0[5][4]	psc_2.temp_save_result_level0[5][4]	0.47
-- area by class of cell --
cell class / count / area, um2 / share of cell area, %
Multi-Input combinational cell: 1812 / 11100 / 42.1
Timing Repair Buffer: 153 / 1360 / 5.13
Inverter: 91 / 342 / 1.29
Clock buffer: 77 / 1470 / 5.56
Tap cell: 756 / 946 / 3.57
Sequential cell: 440 / 11000 / 41.6
Clock inverter: 12 / 211 / 0.799
-- report_power, final --
group          switching [mW]  internal [mW]
registers               0.289           1.75
clock network           0.529          0.813
logic                    2.13           1.85
total                    2.95           4.41
-- routing by layer --
layer / vias up / global-route usage, % / routed length (um)
li1: 8880 / - / -
met1: 8811 / 33.1 / 27400
met2: 404 / 32.3 / 26800
met3: 101 / 5.37 / 3710
met4: 4 / 4.26 / 1310
met5: - / 0 / 24
-- cell families (layout without fill, tap and decap cells) --
logic type | after synthesis | after routing | synth area share (%)
XOR/XNOR | 27 | 27 | 1.50
multiplexers | 158 | 158 | 8.19
AND-OR/OR-AND | 718 | 718 | 17.6
adder cells (fa/ha/maj) | 101 | 101 | 5.60
AND/OR/NAND/NOR | 808 | 808 | 15.0
flip-flops | 440 | 440 | 47.7
buffers and inverters | 253 | 333 | 4.37
-- stage by stage --
step / power [mW] / cells
floorplan: 4.59 / 2505
global placement: 5.98 / 3252
detailed placement: 6.04 / 3252
CTS: 7.43 / 3341
global route: 7.99 / 3341
finish: 7.36 / 3341
Power and IR drop assume default switching activity.
